==> /design/flow/design.v <==
module sdp_1clk_ram #(
  parameter int P_DATA_WIDTH = 8,
  parameter int P_ADDR_WIDTH = 4
) (
  input  logic clk_i,
  input  logic wr_i,
  input  logic [P_ADDR_WIDTH-1:0] addr_wr_i,
  input  logic [P_DATA_WIDTH-1:0] data_wr_i,
  input  logic rd_i,
  input  logic [P_ADDR_WIDTH-1:0] addr_rd_i,
  output logic [P_DATA_WIDTH-1:0] data_rd_o
); 
  (* ramstyle = "M10K" *) logic [P_DATA_WIDTH-1:0] ram [2**P_ADDR_WIDTH];
  always_ff @(posedge clk_i) begin
    if (wr_i) ram[addr_wr_i] <= data_wr_i;
    if (rd_i) data_rd_o <= ram[addr_rd_i];
  end
endmodule
module sync_fifo_core #(
  parameter int P_DATA_WIDTH = 32,
  parameter int P_ADDR_WIDTH = 7,
  parameter int P_FWFT = 0
) (
  input  logic clk_i,
  input  logic rst_i,
  input  logic wr_i,
  input  logic [P_DATA_WIDTH-1:0] data_i,
  input  logic rd_i,
  output logic [P_DATA_WIDTH-1:0] data_o,
  output logic [P_ADDR_WIDTH:0] fill_level_o,
  output logic empty_o,
  output logic full_o
);
  logic [P_ADDR_WIDTH:0] wr_ptr;
  logic [P_ADDR_WIDTH:0] rd_ptr;
  logic wr_fifo_mem;
  logic rd_fifo_mem;
  wire [P_DATA_WIDTH-1:0] data_raw;
  sdp_1clk_ram #(
    .P_DATA_WIDTH(P_DATA_WIDTH),
    .P_ADDR_WIDTH(P_ADDR_WIDTH)
  ) u_sdp_1clk_ram (
    .clk_i(clk_i),
    .wr_i(wr_fifo_mem),
    .addr_wr_i(wr_ptr[P_ADDR_WIDTH-1:0]),
    .data_wr_i(data_i),
    .rd_i(rd_fifo_mem),
    .addr_rd_i(rd_ptr[P_ADDR_WIDTH-1:0]),
    .data_rd_o(data_o)
  );
  assign full_o       = ({~wr_ptr[P_ADDR_WIDTH],wr_ptr[P_ADDR_WIDTH-1:0]} == rd_ptr);
  assign fill_level_o = (wr_ptr - rd_ptr);
  assign wr_fifo_mem = (wr_i & ~full_o);
  generate
    if (P_FWFT == 1) begin: g_fwft_fifo
      logic has_data;
      assign has_data = (wr_ptr != rd_ptr);
      assign rd_fifo_mem = ((rd_i | empty_o) & has_data);
      always_ff @(posedge clk_i) begin
        if (rst_i) begin
          empty_o <= 1;
        end else begin
          if (rd_fifo_mem) begin
            empty_o <= 0;
          end else if (rd_i) begin
            empty_o <= 1;
          end
        end
      end
    end else begin: g_no_fwft_fifo
      assign empty_o     = (wr_ptr == rd_ptr);
      assign rd_fifo_mem = (rd_i & ~empty_o);
    end
  endgenerate
  always_ff @(posedge clk_i) begin
    if (rst_i) begin
      wr_ptr <= 0; 
      rd_ptr <= 0;
    end else begin
      if (wr_fifo_mem) wr_ptr <= wr_ptr + 1;
      if (rd_fifo_mem) rd_ptr <= rd_ptr + 1;
    end
  end
endmodule
==> /design/flow/run.sh <==
#!/bin/bash
# OpenROAD 26Q1-2900-gdf79404cd8, Yosys 0.63+post, stock flow scripts
make -C /OpenROAD-flow-scripts/flow DESIGN_CONFIG=/design/flow/config.mk WORK_HOME=/design/flow/orfs finish
==> /design/flow/config.mk <==
export PLATFORM = sky130hd
export DESIGN_NAME = sync_fifo_core
export DESIGN_NICKNAME = sync_fifo_core
export VERILOG_FILES = /design/flow/design.v
export SDC_FILE = /design/flow/constraint.sdc
export NUM_CORES = 4
export LEC_CHECK = 1
export CORE_UTILIZATION = 50
==> /design/flow/constraint.sdc <==
current_design sync_fifo_core

set clk_period 547.8
set clk_io_pct 0.2

create_clock -name clk0 -period $clk_period [get_ports {clk_i}]

set non_clock_inputs [all_inputs -no_clocks]
set_input_delay [expr $clk_period * $clk_io_pct] -clock clk0 $non_clock_inputs
set_output_delay [expr $clk_period * $clk_io_pct] -clock clk0 [all_outputs]
==> flow_summary.yaml <==
# implementation run metrics
worst_setup_path:
  crit_fanout: 38
  path_class: "flop to output pin"
  path_cells: "inv_1 -> buf_4 -> ha_1 -> nor2b_1 -> o21ai_0 -> a21boi_0 -> o21ai_0 -> nor2b_1 -> xnor2_1 -> clkdlybuf4s50_1"
  worstSetupEndpointType: "output pin"
  crit_slowest_cell: "dfxtp_4"
  cp.arrival_ns: 3.98
  crit_path_start_kind: "flop"
  cp.required_ns: 438.24
  max_stage_delay_ns: 0.76
sta:
  max_slew_margin_pct: 13.2
  fin_skew_ns: 0.0615
  setup_viol: 0
  fmax_mhz: 8.81
  finalCritPeriodShare_pct: 20.7
  final_hold_viol_count: 0
  worstMarginPinSlew_ns: 1.27
  period_minus_slack_ns: 113.54
  rsz0062_at_grt: "false"
  slew_violations: 0
  tns_ns: 0
final_layout:
  instances_no_fill: 12500
  fill_cells: 22400
  drive_gt1_share_pct: 24.8
  seqCellArea_um2: 124000
  comb_area_um2: 33200
  area_growth_pct: 13.5
routing:
  drc_errors: 0
  drt-pass1-iter-count: 5
  drtIter0Drc: 5640
  viasPerCell: 6.29
  routed_wl_um: 464000
  detail-route-antenna-nets: 0
  wl_per_cell_um: 37.2
  via_count: 78600
synthesis:
  async_flop_share_pct: 0
  yosys_cells: 7462
  ys_warn_count: 2
  synth-edff-count: 4128
  ys_seq_share_pct: 78.2
  ys_types: 64
  syn_area_um2: 159000
  netlist_instances: 7462
  ys.flops: 4144
  ys_area_um2: 159000
  yosys_most_used_dff: "edfxtp_1"
  post_synth.cell_area_avg_um2: 21.3
clocking:
  cts.repair.resized: 0
  cts-root-buf: "clkbuf_16"
  cts_sinks: 4144
  insertion_delay_ns: 0.97
  htree_levels: 5
  worst_setup_hold_path_clk_slew_ns: 0.06
  cts_hold_buf: 0
  tritoncts: "built"
  cts_buffers: 408
  cts_setup_buffers: 0
  clock_path_buffers: 4
die:
  row_count: 206
  io_pins: 78
  fp_util_pct: 50.4
  die_y_um: 566
  chipArea_um2: 320000
  core_um2: 315000
  die_x_um: 566
grt:
  antenna_found_initial: 30
  grt_max_degree: 99
  grtUsageTotal_pct: 33.6
  grt_pass1_wl_um: 652000
  grt_overflow: 0
  grt_pass1_vias: 85700
placed_design:
  dp.cells: 11700
  io_buffers: 77
  gp_congestion: 0.935
  dp_hpwl_um: 288000
pwr:
  ir_worst_vdd_v: 0.00000320
  leakage_nw: 54.9
  p_per_area_nw_per_um2: 3.91
run_status:
  status: "completed"
hold_path:
  hold_path_class: "flop to flop"
job:
  openroad.warnings: 26
  drv_cap: 0
[worst max-delay path, delay by kind of cell (launching register included)]
kind                       cells  cell delay, ns
buffers and inverters          3            0.83
DFF                            1            0.76
AOI/OAI and AO/OA              3            0.58
adders and majority gates      1            0.35
and+or+nand+nor                2            0.34
xor gates and xnor gates       1            0.13
[report_power, final]
| part | internal (W) | switching [W] | total (W) |
|---|---|---|---|
| combinational | 0.0000300 | 0.0000451 | 0.0000751 |
| sequential | 0.000350 | 0.000000641 | 0.000351 |
| clock | 0.000160 | 0.000120 | 0.000280 |
| total | 0.000540 | 0.000165 | 0.000705 |
[registers in the layout, indices dropped and copies added, names as in the netlist]
register,cells
wr_ptr,8
u_sdp_1clk_ram.data_rd_o,32
u_sdp_1clk_ram.ram,4096
rd_ptr,8
[cell type report]
cell class	instances	share of cell area [%]
Tap cell	4160	2.89
Clock inverter	274	1.56
Inverter	12	0.0278
Antenna cell	8	0.0111
Clock buffer	480	5.86
Timing Repair Buffer	528	2.32
Sequential cell	4144	68.9
Multi-Input combinational cell	2877	18.4
[through the flow]
step                      total power, W  instance area [um^2]  setup slack [ns]  util (%)  hold slack (ns)
final                           0.000705                180000            434.26      57.2            0.583
after global routing            0.000725                180000            433.99      57.1            0.627
after floorplan                 0.000404                159000            435.64         -            0.538
after detailed placement        0.000433                167000            434.42      52.9            0.574
after CTS                       0.000709                180000            434.21      57.1            0.585
after global placement          0.000432                167000            434.51      52.9            0.578
[cell families (layout without fill, tap and decap cells)]
group           Yosys count  after routing  share of synthesized area [%]
mux                    1397           1397                           14.6
flops                  4144           4144                           78.2
fa+ha+maj                10             10                         0.0835
simple gates            521            521                           1.43
xor+xnor                 19             19                          0.105
buf+inv                 441           1294                           1.61
compound gates          930            930                           3.97
other cells               0              8                              0
[cell usage after synthesis, types with 4 or more instances]
master	n	area share, %
buf_4	68	0.32
a211oi_1	52	0.25
a22o_1	41	0.23
o21ai_1	4	0.013
nand3_1	62	0.20
nor2b_1	17	0.067
mux2i_1	591	3.7
mux2_2	80	0.57
xor2_1	7	0.039
nand4_1	22	0.087
nor4_1	4	0.016
nand3b_1	5	0.024
and2_1	4	0.016
dfxtp_1	16	0.20
clkbuf_1	150	0.35
a21oi_1	248	0.78
o21ai_0	94	0.30
a31oi_1	35	0.14
inv_1	10	0.024
nor2_1	171	0.40
a41oi_1	4	0.022
o32a_1	7	0.044
edfxtp_1	4128	78
buf_6	51	0.36
xnor2_1	12	0.066
buf_1	22	0.052
buf_2	129	0.41
nor3_1	26	0.082
a2111oi_2	5	0.047
mux4_2	726	10
o221ai_1	52	0.29
a2111oi_0	27	0.15
a221oi_1	78	0.43
a22oi_1	173	0.82
o211ai_1	15	0.071
nand2_1	191	0.45
ha_1	9	0.071
buf_8	9	0.085
o22ai_1	77	0.30
[layer usage]
metal / wire (um) / share of wire, % / up-vias / GRT usage, %
li1: - / - / 32400 / -
met1: 137000 / 29 / 39700 / 40.6
met2: 210000 / 45 / 5563 / 45.5
met3: 98600 / 21 / 784 / 30.2
met4: 18200 / 3.9 / 38 / 9.89
met5: 752 / 0.16 / - / 1.31
[cell usage in the layout (no fill, tap or decap), drive strengths merged, types with 5 or more instances in the layout]
cell	n
mux2i	591
nand3	63
clkbuf	480
nand2	191
nor3	26
xnor2	12
bufinv	46
a21oi	248
ha	9
nor2	173
edfxtp	4128
mux2	80
clkinv	206
a31oi	35
o32a	7
dfxtp	16
xor2	7
nor2b	17
o221ai	52
a211oi	52
clkdlybuf4s50	45
inv	20
clkinvlp	14
buf	483
a221oi	78
a22o	41
diode	8
nand3b	5
a22oi	173
o22ai	77
nand4	22
a2111oi	32
o211ai	15
mux4	726
o21ai	98
[worst paths after layout]
check | from | endpoint | slack, ns | cells past startpoint
worst min register to register | wr_ptr[7] | wr_ptr[7] | 0.58 | 2
worst max register to register | rd_ptr[0] | u_sdp_1clk_ram.data_rd_o[0] | 540.57 | 13
worst min-delay path | wr_ptr[7] | wr_ptr[7] | 0.58 | 2
worst max-delay path | rd_ptr[1] | fill_level_o[5] | 434.26 | 10
No activity file was given, so power comes from the tool's default toggle rates.
