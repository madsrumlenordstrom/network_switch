File: ./run.sh
#!/bin/bash
# OpenROAD 26Q1-2900-gdf79404cd8, Yosys 0.63+post, stock flow scripts
make -C /OpenROAD-flow-scripts/flow DESIGN_CONFIG=/design/flow/config.mk WORK_HOME=/design/flow/orfs finish
File: ./config.mk
export PLATFORM = sky130hd
export DESIGN_NAME = arbiter
export DESIGN_NICKNAME = arbiter
export VERILOG_FILES = /design/flow/design.v
export SDC_FILE = /design/flow/constraint.sdc
export NUM_CORES = 4
export LEC_CHECK = 1
export CORE_AREA = 10 10 70 70
export DIE_AREA = 0 0 80 80
File: ./design.v
module arbiter #(
  parameter int P_WIDTH = 3  
) (
  input  logic               clk_i,
  input  logic               rst_i,
  input  logic [P_WIDTH-1:0] request_i,
  output logic [P_WIDTH-1:0] grant_o
);
  logic [P_WIDTH-1:0]        last_grant; 
  logic [P_WIDTH-1:0]        cur_priority;
  logic [P_WIDTH*2-1:0]      carry_chain;
  logic [P_WIDTH-1:0]        temp_grant;
  logic [P_WIDTH-1:0]        hold;
  logic [P_WIDTH - 1:0]      next_priority;
  always_comb begin  
    for (int i = 0; i < (P_WIDTH*2); i++) begin
      if (i == 0) carry_chain[i] = 0;  
      else        carry_chain[i] = (~request_i[(i-1)%P_WIDTH] & (carry_chain[i-1] | cur_priority[(i-1)%P_WIDTH]));
    end
  end
  assign temp_grant = (request_i & (carry_chain[P_WIDTH*2-1:P_WIDTH] | cur_priority)) | (request_i & (carry_chain[P_WIDTH-1:0] | cur_priority));
  assign hold = request_i & last_grant;
  assign grant_o = (|hold) ? hold : temp_grant;
  assign next_priority = (|grant_o) ? {grant_o[P_WIDTH-2:0], grant_o[P_WIDTH-1]} : cur_priority;
  always_ff @(posedge clk_i) begin
    if(rst_i) begin
      last_grant   <= 0;
      cur_priority <= 1;  
    end else begin
      last_grant   <= grant_o;  
      cur_priority <= next_priority;  
    end
  end
endmodule
File: ./constraint.sdc
current_design arbiter

set clk_period 2.4
set clk_io_pct 0.2

create_clock -name clk0 -period $clk_period [get_ports {clk_i}]

set non_clock_inputs [all_inputs -no_clocks]
set_input_delay [expr $clk_period * $clk_io_pct] -clock clk0 $non_clock_inputs
set_output_delay [expr $clk_period * $clk_io_pct] -clock clk0 [all_outputs]
==> flow_summary.json <==
{
  "register_area_um2": 120.1,
  "dr.pass1.iters": 4,
  "edf_count": 0,
  "chip_area_um2": 6400,
  "fin_crit_ns": 2.322,
  "maxCapViolations": 0,
  "clk_pin_slew_worst_paths_ns": 0.04,
  "worst_pin_slew_ns": 0.4263,
  "fp_util_pct": 9.084,
  "cp_slowest_stage_delay_ns": 0.47,
  "setup_tns_ns": 0,
  "ys_types": 22,
  "syn2layout_area_growth_pct": 83.47,
  "dp_hpwl_um": 703.1,
  "fmax_mhz": 430.7,
  "n_antenna_cell": 0,
  "dieWidth_um": 80,
  "top_cell": "dfxtp_1",
  "top_cells_by_area": "dfxtp_1 39%, nand2_1 6.0%, a21o_2 5.6%",
  "final_max_slew_viol_count": 0,
  "grt_max_degree": 7,
  "rr_startpoint": "last_grant[0]",
  "ir_drop_uv": 83.28,
  "endpoint_kind": "output port",
  "clk_latency_ns": 0.24,
  "skew_ns": 0.003140,
  "synthCells": 35,
  "via_per_inst": 3.394,
  "grt_pass1_wl_mm": 1.518,
  "async_flop_share_pct": 0,
  "start_kind": "input port",
  "synth_flops": 6,
  "cp-startpoint": "request_i[0]",
  "hold_path_class": "flip-flop to flip-flop",
  "tool_warnings": 25,
  "wl_per_cell_um": 8.673,
  "core_area_um2": 3416,
  "layout_setup_ws_ns": 0.07832,
  "top_area_cell": "dfxtp_1",
  "gp_routability_congestion": 0.8078,
  "seq_area_frac_synth_pct": 38.71,
  "die_h_um": 80,
  "portBuffers": 7,
  "dr_total_vias": 353,
  "worst_path_max_delay_cell": "clkdlybuf4s50_1",
  "yosys_area_um2": 310.3,
  "finalCritPeriodShare_pct": 96.74,
  "cts_tree": "built",
  "drtAntennaViolNets": 0,
  "cts_root_buffer": "clkbuf_4",
  "yosysCellCount": 35,
  "top_cells_by_count": "6 x dfxtp_1, 5 x nand2_1",
  "fp-row-count": 21,
  "n_fill_cell": 397,
  "setup_viol": 0,
  "synth_top_area_share_pct": 38.71,
  "crit_required_ns": 1.92,
  "leakage_uw": 0.0002364,
  "routed_wirelength_um": 902,
  "setup.reg_to_reg.worst_slack_ns": 0.79,
  "final_area_um2": 569.3,
  "mi_logic_area_um2": 198.9,
  "grt_use_total_pct": 2.921,
  "ys.flop_type": "dfxtp_1",
  "critPathKind": "input port to output port",
  "cp.arrival_ns": 1.84,
  "htree_levels": 1,
  "avgSynthCellArea_um2": 8.866,
  "postPlaceCellArea_um2": 498.0,
  "grt_pass1_vias": 337,
  "power_density_nw_per_um2": 596.7,
  "place_ws_ns": -0.2217,
  "drt-initial-drc-count": 13,
  "drive_above_1_share_pct": 36.21,
  "cp_cell_sequence": "dlygate4sd2_1, buf_4, nand2b_1, a21o_2, a21oi_4, clkdlybuf4s50_1",
  "finish.utilization_pct": 16.67,
  "grt_setup_unrepaired": "false",
  "grt_overflow": 0,
  "syn-cell-area_um2": 310.3,
  "yosysWarnings": 1,
  "slew_headroom_pct": 71.28,
  "ioPinCount": 8,
  "cts_buffers": 3,
  "clkSinkCount": 6,
  "ctsLongestPathBuffers": 2,
  "grt_antenna_before_repair": 0,
  "hold_viol": 0,
  "cp_max_fo": 4,
  "outcome": "complete, no violations",
  "hold_start": "cur_priority[1]",
  "drc": 0
}
[sequential cells by signal, indices dropped and copies added, names as in the netlist]
register / cells
cur_priority: 3
last_grant: 3
[routing by layer]
| metal | wire (um) | up-vias | GRT usage (%) |
|---|---|---|---|
| met4 | 0 | 0 | 0.5282 |
| met2 | 350 | 9 | 3.852 |
| met5 | 0 | - | 0 |
| met1 | 451 | 165 | 3.936 |
| li1 | - | 179 | - |
| met3 | 99 | 0 | 1.818 |
[through the flow]
stage / total power, uW / hold slack (ns) / cells
3_3_place_gp: 230.4 / 0.5025 / 96
5_1_grt: 368.1 / 0.5447 / 104
6_report: 339.7 / 0.5167 / 104
3_5_place_dp: 230.2 / 0.5035 / 96
2_1_floorplan: 170.7 / 0.4691 / 35
4_1_cts: 338.9 / 0.5111 / 104
[path summary, 6_finish.rpt]
| kind | end | cells after the start |
|---|---|---|
| worst max-delay path | grant_o[2] | 6 |
| worst min-delay path | cur_priority[1] | 2 |
| worst max register to register | cur_priority[0] | 6 |
| worst min register to register | cur_priority[1] | 2 |
[cells by family after synthesis]
kind of cell / after synthesis / synth area share (%)
flip-flops: 6 / 38.71
AND/OR/NAND/NOR: 12 / 19.76
AND-OR/OR-AND: 15 / 39.12
buffers and inverters: 2 / 2.420
[cell usage in the layout (no fill, tap or decap), drive strengths merged]
| cell type | count |
|---|---|
| clkdlybuf4s50 | 3 |
| a222oi | 1 |
| inv | 2 |
| nand2b | 1 |
| dlygate4sd2 | 4 |
| a22oi | 1 |
| o21a | 1 |
| a21o | 3 |
| nand2 | 5 |
| o311ai | 1 |
| o21ai | 1 |
| a21oi | 2 |
| a21boi | 1 |
| nor3b | 1 |
| nor2 | 1 |
| a311o | 1 |
| and3 | 1 |
| clkbuf | 3 |
| nand4 | 1 |
| o41ai | 1 |
| o21bai | 1 |
| dfxtp | 6 |
| buf | 13 |
| nor2b | 2 |
| a31oi | 1 |
[power by group]
part	switching [uW]	internal [uW]
logic	45.6	77.5
clock network	34.8	56.5
registers	11.5	114
total	91.9	248
[timing repair]
item / 4_1_cts / 5_1_grt
setup endpoints to repair: 3 / 2
hold buffers: 0 / 0
resized: 4 / 3
pin swaps: 2 / 0
setup buffers: 5 / 0
[worst max-delay path: cells and delay by family]
family | cells | cell delay [ns]
buf+inv | 3 | 0.87
compound gates | 2 | 0.35
simple gates | 1 | 0.13
[layout make-up]
class / count / area share (%)
clock buffer: 3 / 3.956
timing repair buffer: 20 / 28.57
sequential: 6 / 21.10
multi-input combinational: 27 / 34.95
inverter: 2 / 1.319
tap: 46 / 10.11
No activity file was given, so power comes from the tool's default toggle rates.
