### design/flow/constraint.sdc
current_design trash_control

set clk_period 2.5
set clk_io_pct 0.2

create_clock -name clk0 -period $clk_period [get_ports {clk}]

set non_clock_inputs [all_inputs -no_clocks]
set_input_delay [expr $clk_period * $clk_io_pct] -clock clk0 $non_clock_inputs
set_output_delay [expr $clk_period * $clk_io_pct] -clock clk0 [all_outputs]
### design/flow/config.mk
export PLATFORM = sky130hd
export DESIGN_NAME = trash_control
export DESIGN_NICKNAME = trash_control
export VERILOG_FILES = /design/flow/design.v
export SDC_FILE = /design/flow/constraint.sdc
export NUM_CORES = 4
export LEC_CHECK = 1
export CORE_AREA = 10 10 107 107
export DIE_AREA = 0 0 117 117
### design/flow/run.sh
#!/bin/bash
# OpenROAD 26Q1-2900-gdf79404cd8, Yosys 0.63+post, stock flow scripts
make -C /OpenROAD-flow-scripts/flow DESIGN_CONFIG=/design/flow/config.mk WORK_HOME=/design/flow/orfs finish
### design/flow/design.v
module trash_control (
	input  logic 	clk,
	input  logic  empty,
	input  logic 	reset,
	input  logic  done_in_mac,
	input  logic  done,
	input  logic [1:0]  fcs_error,
	input  logic [2:0]  dst_port,
	input  logic [7:0] din,
	output logic  en,
	output logic  done_out,
	output logic [2:0] rx_dst_port,
	output logic [7:0] out,
	output logic [7:0] trash
  );
  typedef enum {IDLE, MAC_SUCCESS, FCS_SUCCESS, FCS_FAIL} state_t;
  state_t state, next_state;
  logic done_in_mac_l; 
  logic [2:0] dst_port_d;
  logic [2:0] rx_dst_port_captured;
  logic sel;
  logic sel_d;
  logic [7:0] out_d;
  logic done_d;
  logic buffer;
  assign out   = (sel_d ? out_d[7:0] : 8'b0);
  assign trash = (!sel_d ? out_d[7:0] : 8'b0);
  assign done_out  = ((done && !done_d) ? 1 : 0);
  always_comb
  begin
    next_state = state;
    sel = 0;
    en = 0;
    case (state)
      IDLE:
      begin
			if (done_in_mac_l) begin
          next_state = MAC_SUCCESS;
			 end
      end
		MAC_SUCCESS:
		begin
		  if (fcs_error == 2'b10) begin
          next_state = FCS_SUCCESS;
			  sel = 0;
           en = 1;  
			 end
        else if (fcs_error == 2'b11) begin
          next_state = FCS_FAIL;
			 end
		end
      FCS_SUCCESS:
      begin
        if (done) begin
			  sel = 0;
           en = 1;
           next_state = IDLE;
		  end else begin
			  sel = 1;
			  en = 1;
		  end
      end
      FCS_FAIL:
      begin
		  if (done) begin
		    sel = 0;
          en = 1;
          next_state = IDLE;
		  end else begin
			 sel = 0;
          en = 1;
		  end		 
      end
    endcase
  end
  always_ff @(posedge  clk) begin
	sel_d <= sel;
	done_d <= done;
	out_d <= din;
  end
  always_ff @(posedge clk) begin
  if (done_in_mac) begin
	done_in_mac_l <= 1;
	dst_port_d <= dst_port;
  end else if (state == MAC_SUCCESS)
	done_in_mac_l <= 0;
  end
  always_ff @(posedge clk)
  begin
    if (state == MAC_SUCCESS && next_state == FCS_SUCCESS)
      rx_dst_port_captured <= dst_port_d;
    if (reset)
    begin
      rx_dst_port <= 3'b110;  
    end
	 else if (state == FCS_FAIL)
		rx_dst_port <= 3'b110;
	 else if ( (state == FCS_FAIL || state == FCS_SUCCESS) && next_state == IDLE)
		rx_dst_port <= 3'b110;
	 else if (state == FCS_SUCCESS)
      rx_dst_port <= rx_dst_port_captured;
  end
  always_ff@(posedge clk)
  begin
    if (reset)
      state <= IDLE;
    else
      state <= next_state;
  end
endmodule
==> flow_summary.ini <==
; physical design summary
[outcome]
outcome = finished, final reports clean

[route]
wl_um = 2220
wl_per_cell_um = 9.38
detailedRoute.firstPassIterationCount = 2
ant_nets = 0
drc = 0
drt-vias-per-instance = 2.92
vias = 692
drt-initial-drc-count = 34
diodes = 0

[timing]
relSlewSlack_pct = 73.6
holdWs_ps = 423
rsz0062_at_grt = false
min_period_ps = 2220
worst_slew_pin_slew_ps = 395
setup_viol = 0
max_freq_mhz = 451
fin_tns_setup_ps = 0
worst_slack_ps = 281
slew_viol_final = 0
fin_crit_sh_pct = 88.7
fin_skew_ps = 5.43
finalHoldViolations = 0

[grt]
grt_overflow = 0
track_usage_pct = 3.06
grt_pass1_wl_um = 3310
antenna_found_initial = 0
grt_pass1_vias = 654
grt_max_degree = 17

[cells_and_area]
nFillCells = 1006
area_delta_synth_final_pct = 58.0
drive_gt1_share_pct = 8.73
fin_cells = 237

[setup_path]
cp_top_family = buffers and inverters
cp.arrival_ps = 1720
critPathRequiredTime_ps = 2000
path_cells = clkdlybuf4s50_1, nand2_1, o21ai_0, clkdlybuf4s50_1
setup.worst_path.start_class = input port
path_class = input port to output pin
critPathMaxFanout = 3
cpMostUsedCell = clkdlybuf4s50_1
crit_buf_inv = 2
cp-end-kind = output pin
critPathSlowestCell = clkdlybuf4s50_1
critPathMaxStageDelay_ps = 500

[floorplan]
die-area_um2 = 13700
core_area_um2 = 9200
die_height_um = 117
fp-utilization_pct = 10.4
die_w_um = 117
io_pins = 39
core.rowCount = 35

[pwr]
leakagePower_nw = 0.543
peakVddDrop_v = 0.000167
p_per_area_nw_per_um2 = 526

[logic_synthesis]
synth_cell_types = 26
synth_cells = 85
netlist_area_um2 = 956
ys_area_um2 = 956
ys_warn_count = 1
synth_flops = 26
ys_seq_share_pct = 60.7
yosys_cells = 85
avgSynthCellArea_um2 = 11.2

[placement]
gp_congestion = 0.789
dp_hpwl_um = 1910
post-place-cells = 233
placement.io_buffers = 37
post-place-ws_ps = 249

[clocking]
post_cts_resized = 0
ctsHtreeMaxLevel = 1
clockBufferDepth = 2
cts_tree = done
cts.sinks = 26
clock_latency_ps = 260
root_buffer = clkbuf_8
path_clk_slew_ps = 80
postCtsHoldBufs = 0
post-cts-setup-buffers = 0
cts_buffers = 3

[worst_hold_path]
min_path_type = flop to flop

[job]
warning_count = 26
maxCapViolations = 0
-- cells in the mapped netlist (all sizes together) --
master / n / area (um2)
nor3: 1 / 5.00
mux2i: 2 / 20.0
inv: 3 / 11.3
and2b: 1 / 7.51
o21ai: 4 / 20.0
o31ai: 1 / 12.5
mux2: 1 / 11.3
buf: 1 / 11.3
and2: 8 / 50.1
and3: 1 / 6.26
a21o: 1 / 7.51
edfxtp: 6 / 180
clkbuf: 1 / 3.75
nor2: 10 / 45.0
nand3: 3 / 15.0
dfxtp: 20 / 400
o21a: 1 / 7.51
o311a: 1 / 21.3
nor2b: 11 / 76.3
or2: 1 / 6.26
nand2: 4 / 15.0
nand4: 1 / 12.5
a21oi: 2 / 10.0
-- cells by family (layout without fill, tap and decap cells) --
| kind of cell | after synthesis | after routing | synth area share, % |
|---|---|---|---|
| AND/OR/NAND/NOR | 41 | 41 | 25.0 |
| multiplexers | 3 | 3 | 3.27 |
| buffers and inverters | 5 | 46 | 2.75 |
| flip-flops | 26 | 26 | 60.7 |
| AND-OR/OR-AND | 10 | 10 | 8.25 |
-- metrics by stage --
stage / util [%] / total power, mW / area [um2]
after floorplan: - / 0.515 / 956
after global placement: 15.9 / 0.578 / 1470
after detailed placement: 15.9 / 0.580 / 1470
after CTS: 16.4 / 0.811 / 1510
after global routing: 16.4 / 0.846 / 1510
final: 16.4 / 0.794 / 1510
-- routing by layer --
| layer | up-vias | global-route usage [%] | routed length [um] |
|---|---|---|---|
| met3 | 2 | 1.86 | 381 |
| met1 | 296 | 3.42 | 889 |
| met5 | - | 0 | 0 |
| li1 | 362 | - | - |
| met2 | 32 | 5.14 | 939 |
| met4 | 0 | 0.165 | 13 |
-- cell usage in the layout (no fill, tap or decap), drive strengths merged --
cell type and n:
a21o 1, a21oi 2, and2 8, and2b 1
and3 1, buf 2, clkbuf 3, clkdlybuf4s50 37
clkinv 1, dfxtp 20, edfxtp 6, inv 3
mux2 1, mux2i 2, nand2 4, nand3 3
nand4 1, nor2 10, nor2b 11, nor3 1
o21a 1, o21ai 4, o311a 1, o31ai 1
or2 1
-- report_power, final --
group          switching (mW)  total [mW]  internal [mW]
clock network           0.117       0.227          0.110
logic                  0.0319      0.0993         0.0674
registers              0.0149       0.468          0.454
total                   0.164       0.794          0.631
-- layout make-up --
class / count / area [um2] / share of cell area [%]
inverters: 3 / 11.3 / 0.746
well taps: 111 / 139 / 9.20
clock inverters: 1 / 3.75 / 0.249
flip-flops and latches: 26 / 581 / 38.4
repair buffers: 39 / 385 / 25.5
multi-input cells: 54 / 349 / 23.1
clock buffers: 3 / 41.3 / 2.73
-- worst paths after layout --
kind	startpoint	end	slack, ps	depth (start not counted)
setup / recovery	fcs_error[1]	en	280	4
hold / removal	dst_port_d[2]	rx_dst_port_captured[2]	420	0
hold reg to reg	dst_port_d[2]	rx_dst_port_captured[2]	420	0
setup reg to reg	state[1]	rx_dst_port_captured[1]	1020	4
-- sequential cells by signal, summed over array words and instances (netlist names), named ones only --
| name | cells |
|---|---|
| done_d | 1 |
| done_in_mac_l | 1 |
| dst_port_d | 3 |
| out_d | 8 |
| rx_dst_port | 3 |
| rx_dst_port_captured | 3 |
| sel_d | 1 |
| state | 4 |
No activity file was given, so power comes from the tool's default toggle rates.
