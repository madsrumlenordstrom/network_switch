==> design.v <==
`timescale 1ns / 1ps
module fcs_check #(
  parameter logic [2:0] P_SRC_PORT = 3'd0  
) (
  input  logic clk,
  input  logic reset,
  input  logic        rx_ctrl,       
  input  logic [7:0]  data_in,       
  input  logic [2:0]  dst_port_in,   
  output logic [7:0]  data_out,      
  output logic [2:0]  dst_port_out,  
  output logic [2:0]  src_port,      
  output logic [47:0] dst_mac,       
  output logic [47:0] src_mac,       
  output logic [1:0]  fcs_error,     
  output logic        en_crossbar_fifo_write,  
  output logic        en_mac_fifo_write,       
  output logic        rx_done        
);
  logic [31:0] fcs_reg;
  logic [1:0]  complement_counter;
  logic [7:0]  data;
  logic [3:0]  byte_count;
  logic        prev_rx_ctrl;
  wire         start_of_frame;
  wire         end_of_frame;
  enum int unsigned {idle, complement_start, process_middle, complement_end} state, next_state;
  assign dst_port_out = dst_port_in;
  assign src_port = P_SRC_PORT;
  assign rx_done = end_of_frame;
  assign data_out = data;
  assign start_of_frame =  rx_ctrl & ~prev_rx_ctrl;
  assign end_of_frame   = ~rx_ctrl &  prev_rx_ctrl;
  always_ff @(posedge clk) begin
    if (reset) begin
      prev_rx_ctrl <= 1'b0;
      byte_count   <= 4'd0;
      dst_mac      <= 48'd0;
      src_mac      <= 48'd0;
    end else begin
      prev_rx_ctrl <= rx_ctrl;
      if (start_of_frame) begin
        byte_count <= 1;
        dst_mac    <= {40'h0, data_in};
        src_mac    <= 48'd0;
      end else if (byte_count != 0 && byte_count < 14) begin
        if (byte_count < 6)
          dst_mac <= {dst_mac[39:0], data_in};
        else if (byte_count < 12)
          src_mac <= {src_mac[39:0], data_in};
        byte_count <= byte_count + 1;
      end
    end
  end
  always_comb begin
    next_state = idle;
    data = data_in;
    fcs_error = 2'b01;
    en_mac_fifo_write = (byte_count == 12);
    en_crossbar_fifo_write = (byte_count == 14 && state == process_middle);
    case(state)
      idle: begin
        if (start_of_frame) begin
          data = ~data_in;
          next_state = complement_start;
        end else begin
          next_state = idle;
        end
      end
      complement_start: begin
        if (complement_counter < 3) begin
          data = ~data_in;
          next_state = complement_start;
        end else begin
          next_state = process_middle;
        end
      end
      process_middle: begin
        if (end_of_frame) begin
          data = ~data_in;
          next_state = complement_end;
        end else begin
          next_state = process_middle;
        end
      end
      complement_end: begin
        if (complement_counter < 3) begin
          data = ~data_in;
          next_state = complement_end;
        end else if (complement_counter == 3 && fcs_reg == 0) begin
          next_state = idle;
          fcs_error = 2'b10;  
        end else begin
          next_state = idle;
          fcs_error = 2'b11;  
        end
      end
    endcase
  end
  always_ff @(posedge clk or posedge reset) begin
    if (reset) begin
      state <= idle;
      fcs_reg <= 32'd0;
      complement_counter <= 0;
    end else begin
      state <= next_state;
      if (start_of_frame || state != idle && next_state != idle) begin
       begin
            fcs_reg[0]  <= fcs_reg[24] ^ fcs_reg[30] ^ data[0];
            fcs_reg[1]  <= fcs_reg[24] ^ fcs_reg[25] ^ fcs_reg[30] ^ fcs_reg[31] ^ data[1];
            fcs_reg[2]  <= fcs_reg[24] ^ fcs_reg[25] ^ fcs_reg[26] ^ fcs_reg[30] ^ fcs_reg[31] ^ data[2];
            fcs_reg[3]  <= fcs_reg[25] ^ fcs_reg[26] ^ fcs_reg[27] ^ fcs_reg[31] ^ data[3];
            fcs_reg[4]  <= fcs_reg[24] ^ fcs_reg[26] ^ fcs_reg[27] ^ fcs_reg[28] ^ fcs_reg[30] ^ data[4];
            fcs_reg[5]  <= fcs_reg[24] ^ fcs_reg[25] ^ fcs_reg[27] ^ fcs_reg[28] ^ fcs_reg[29] ^ fcs_reg[30] ^ fcs_reg[31] ^ data[5];
            fcs_reg[6]  <= fcs_reg[25] ^ fcs_reg[26] ^ fcs_reg[28] ^ fcs_reg[29] ^ fcs_reg[30] ^ fcs_reg[31] ^ data[6];
            fcs_reg[7]  <= fcs_reg[24] ^ fcs_reg[26] ^ fcs_reg[27] ^ fcs_reg[29] ^ fcs_reg[31] ^ data[7];    
            fcs_reg[8]  <= fcs_reg[0]  ^ fcs_reg[24] ^ fcs_reg[25] ^ fcs_reg[27] ^ fcs_reg[28];
            fcs_reg[9]  <= fcs_reg[1]  ^ fcs_reg[25] ^ fcs_reg[26] ^ fcs_reg[28] ^ fcs_reg[29];
            fcs_reg[10] <= fcs_reg[2]  ^ fcs_reg[24] ^ fcs_reg[26] ^ fcs_reg[27] ^ fcs_reg[29];
            fcs_reg[11] <= fcs_reg[3]  ^ fcs_reg[24] ^ fcs_reg[25] ^ fcs_reg[27] ^ fcs_reg[28];
            fcs_reg[12] <= fcs_reg[4]  ^ fcs_reg[24] ^ fcs_reg[25] ^ fcs_reg[26] ^ fcs_reg[28] ^ fcs_reg[29] ^ fcs_reg[30];
            fcs_reg[13] <= fcs_reg[5]  ^ fcs_reg[25] ^ fcs_reg[26] ^ fcs_reg[27] ^ fcs_reg[29] ^ fcs_reg[30] ^ fcs_reg[31];
            fcs_reg[14] <= fcs_reg[6]  ^ fcs_reg[26] ^ fcs_reg[27] ^ fcs_reg[28] ^ fcs_reg[30] ^ fcs_reg[31];
            fcs_reg[15] <= fcs_reg[7]  ^ fcs_reg[27] ^ fcs_reg[28] ^ fcs_reg[29] ^ fcs_reg[31];
            fcs_reg[16] <= fcs_reg[8]  ^ fcs_reg[24] ^ fcs_reg[28] ^ fcs_reg[29];
            fcs_reg[17] <= fcs_reg[9]  ^ fcs_reg[25] ^ fcs_reg[29] ^ fcs_reg[30];
            fcs_reg[18] <= fcs_reg[10] ^ fcs_reg[26] ^ fcs_reg[30] ^ fcs_reg[31];
            fcs_reg[19] <= fcs_reg[11] ^ fcs_reg[27] ^ fcs_reg[31];
            fcs_reg[20] <= fcs_reg[12] ^ fcs_reg[28];
            fcs_reg[21] <= fcs_reg[13] ^ fcs_reg[29];
            fcs_reg[22] <= fcs_reg[14] ^ fcs_reg[24];
            fcs_reg[23] <= fcs_reg[15] ^ fcs_reg[24] ^ fcs_reg[25] ^ fcs_reg[30];
            fcs_reg[24] <= fcs_reg[16] ^ fcs_reg[25] ^ fcs_reg[26] ^ fcs_reg[31];
            fcs_reg[25] <= fcs_reg[17] ^ fcs_reg[26] ^ fcs_reg[27];
            fcs_reg[26] <= fcs_reg[18] ^ fcs_reg[24] ^ fcs_reg[27] ^ fcs_reg[28] ^ fcs_reg[30];
            fcs_reg[27] <= fcs_reg[19] ^ fcs_reg[25] ^ fcs_reg[28] ^ fcs_reg[29] ^ fcs_reg[31];
            fcs_reg[28] <= fcs_reg[20] ^ fcs_reg[26] ^ fcs_reg[29] ^ fcs_reg[30];
            fcs_reg[29] <= fcs_reg[21] ^ fcs_reg[27] ^ fcs_reg[30] ^ fcs_reg[31];
            fcs_reg[30] <= fcs_reg[22] ^ fcs_reg[28] ^ fcs_reg[31];
            fcs_reg[31] <= fcs_reg[23] ^ fcs_reg[29];
      end
      end else begin
        fcs_reg <= 32'd0;
      end
      if (start_of_frame || end_of_frame) begin
        complement_counter <= 0;
      end else if (complement_counter < 3) begin
        complement_counter <= complement_counter + 1;
      end
    end
  end
endmodule
==> run.sh <==
#!/bin/bash
# OpenROAD 26Q1-2900-gdf79404cd8, Yosys 0.63+post, stock flow scripts
make -C /OpenROAD-flow-scripts/flow DESIGN_CONFIG=/design/flow/config.mk WORK_HOME=/design/flow/orfs finish
==> config.mk <==
export PLATFORM = sky130hd
export DESIGN_NAME = fcs_check
export DESIGN_NICKNAME = fcs_check
export VERILOG_FILES = /design/flow/design.v
export SDC_FILE = /design/flow/constraint.sdc
export NUM_CORES = 4
export LEC_CHECK = 1
export CORE_UTILIZATION = 40
==> constraint.sdc <==
current_design fcs_check

set clk_period 3.6
set clk_io_pct 0.2

create_clock -name clk0 -period $clk_period [get_ports {clk}]

set non_clock_inputs [all_inputs -no_clocks]
set_input_delay [expr $clk_period * $clk_io_pct] -clock clk0 $non_clock_inputs
set_output_delay [expr $clk_period * $clk_io_pct] -clock clk0 [all_outputs]
==> run notes <==
### Status
* completed — result of the run

### Route
* 0 — n_diodes
* 5 — first-pass iteration count of the detailed router
* 14080 um — Routed WL
* 262 — DRC marker count from the first detailed-route iteration
* 0 — count of nets left with antenna violations after detail routing
* 0 — Post-route DRC
* 4.934 — Via-to-Cell Ratio
* 14.67 um — Routed wire per std cell
* 4737 — via total after detailed routing

### Floorplan
* 0.01515 mm2 — Die Outline Area
* 41.60% — Initial Util
* 0.01410 mm2 — Core Area
* 129 — Top-Level Pins
* 123.1 um — floorplan die height
* 123.1 um — Die X-Extent
* 43 — Rows

### Synth
* 661 — cell count in the Yosys report
* 34.48% — top cell type's share of synthesized area
* 1 — total number of yosys warnings
* 8.872 um2 — mean instance size in the synthesized netlist
* 137 — Synthesized registers
* 46 — distinct cell type count of the synthesized netlist
* 661 — cells after synthesis
* dfxtp_1 — ys flop type
* 0 — number of flops mapped to enable cells by yosys
* 49.84% — part of the Yosys area used for sequential elements
* dfxtp_1 (34%), dfrtp_1 (15%), nand2_1 (12%), a21oi_1 (8.8%), xnor2_1 (6.0%) — most area-consuming cells after synthesis
* 26.28% — FFs w/ async S/R, synth
* dfxtp_1 — cell taking the most area after synthesis
* 0.005864 mm2 — Netlist Area Pre-Place
* 0.005864 mm2 — post-synthesis chip area from yosys

### Clocking
* 137 — # clock sinks
* 2 — buffers from clock root to sink, at most
* 4 — CTS HTree Levels
* clkbuf_16 — Clock Tree Root
* 0.41 ns — clock network latency to the later pin of the worst-skew pair
* 0 — Post-CTS Hold Fix Bufs
* yes — clock tree from TritonCTS
* 0.06 ns — Worst-path clk slew
* 17 — number of buffers added by the clock tree synthesis step

### Worst setup path
* 14 — Critical Path Fanout Max
* fcs_reg[24] — origin of the critical flop-to-flop path
* 2.68 ns — CP Data Arrival Time
* primary input to primary output — category of the critical setup timing path
* 2.88 ns — Worst Path Required
* primary input — startpoint type of the worst setup path
* primary output — element type at the critical path end
* 1.67 ns — slack of the worst reg-to-reg path
* rx_ctrl — worst setup path startpoint

### STA
* 293.8 MHz — highest achievable clock rate
* 3.404 ns — crit path time final
* false — setup repair after global routing missed its margin
* 0 — final count of hold timing violations
* 94.55% — final worst path period share
* 0.007336 ns — clk_skew
* 0 — count of final max-slew check failures
* 57.06% — Slew Limit Headroom
* 0 ns — sum of negative setup slack
* 0 — final setup fails
* 0.6412 ns — transition time at the pin with the least slew margin
* 0.4506 ns — worst-case hold slack

### Run
* 29 — number of OpenROAD warnings
* 0 — max capacitance violation total

### Hold path
* flop to flop — type of the most critical hold path
* dst_mac[42] — Worst Min Path Start

### Finish
* nand2_1 (192), clkdlybuf4s50_1 (119), a21oi_1 (103) — most numerous logic cells after layout
* 1193 — Fill cells
* 33.13% — Layout Area Growth over Synthesis
* 0.002923 mm2 — sequential cell area
* 55.39% — post-layout utilization of the core
* 960 — post-layout instance count excluding filler cells
* 0.002678 mm2 — area of the multi-input gates
* nand2_1 — most frequent logic cell in the layout
* 7.564% — proportion of layout cells with a drive suffix above 1

### Place
* 924 — placed cell count
* 9564 um — hpwl dp
* 119 — IO Port Bufs
* 0.8514 — RePlAce Congestion

### Pwr
* 2.860 nW — cell leakage power
* 851.7 mW/mm2 — areal power density over the cells
* 555.5 uV — Peak supply drop

### Global route
* 31.71% — met1 GRT Util
* 27.18% — met2 Use GR
* 4432 — number of global-route vias before repair
* 0 — antenna violations before repair
* 5.979% — met3 usage in global routing
* 0 — global-route congestion overflow total
* 22510 um — first-pass GRT wire length
* met1 — layer with the highest usage
* 49 — largest net degree at the start of global routing
* 19.59% — total global routing track utilization

per-layer routing:
metal | up-vias | part of all wire [%]
li1 | 2353 | -
met1 | 2216 | 49
met2 | 151 | 42
met3 | 17 | 7.5
met4 | 0 | 1.5
met5 | - | 0
metrics by stage:
stage	total power [mW]	cell area [um2]	setup slack, ns
after floorplan	4.252	5872	1.202
after global placement	4.728	7137	0.1391
after detailed placement	4.760	7137	0.1064
after CTS	6.632	7765	0.08192
after global routing	7.076	7807	0.08157
final	6.649	7807	0.1963
cell families (layout without fill, tap and decap cells):
| family | Yosys count | after routing | synth area share (%) |
|---|---|---|---|
| and+or+nand+nor | 252 | 252 | 17.43 |
| adders and majority gates | 8 | 8 | 1.707 |
| other | 1 | 3 | 0.06395 |
| AOI/OAI and AO/OA | 122 | 122 | 10.95 |
| DFF | 137 | 137 | 49.84 |
| buffers and inverters | 59 | 176 | 4.843 |
| xor gates and xnor gates | 77 | 77 | 14.23 |
| muxes | 5 | 5 | 0.9387 |
cell type report:
class / instances / area share (%)
Clock buffer: 19 / 5.946
Clock inverter: 13 / 2.099
Inverter: 10 / 0.4808
Multi-Input combinational cell: 467 / 34.29
Sequential cell: 137 / 37.44
Tap cell: 180 / 2.885
Timing Repair Buffer: 134 / 16.86
repair_timing:
| action | CTS | global route |
|---|---|---|
| hold endpoints to repair | 0 | 0 |
| endpoints found under the setup margin | 0 | 8 |
| buffers inserted | 0 | 4 |
| gates resized | 0 | 0 |
final timing paths:
path / end / depth (start not counted)
worst max-delay path: data_out[5] / 8
worst min-delay path: dst_mac[42] / 2
worst max register to register: fcs_reg[2] / 5
worst min register to register: dst_mac[42] / 2
max in group asynchronous: fcs_reg[31] / 3
min in group asynchronous: fcs_reg[2] / 2
report_power, final:
part	internal [mW]	switching [mW]	total (mW)
Clock	1.15	0.662	1.82
Combinational	1.45	1.25	2.70
Sequential	1.82	0.319	2.14
worst max-delay path, cell delays in order:
cell and delay [ns]:
clkdlybuf4s50_1 0.51, inv_1 0.07, ha_1 0.21, mux2i_2 0.26, a21oi_4 0.11, buf_12 0.17
xor2_1 0.15, clkdlybuf4s50_1 0.48
synthesized netlist by cell type, types with 2 or more instances:
cell type  number
xnor3_1         7
inv_1           9
a21oi_1       103
nand4_1         2
o21ai_0         2
o21ai_1         9
nor2_1         29
nor4_1          6
nand3_1         3
buf_4           8
or2_2           2
dfrtp_1        36
nor2b_1         3
ha_1            8
buf_2          14
nor3_1          4
and3_1          2
dfxtp_1       101
buf_6           2
and2_1          2
o211ai_1        2
mux2i_1         3
xor3_1          2
xnor2_1        40
nand2_1       192
xor2_1         25
clkbuf_1       25
nand2b_1        2
Power figures rest on the tool's default switching activity, not on a simulated workload.
