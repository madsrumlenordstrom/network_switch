==> design/flow/design.v <==
`timescale 1ns / 1ps
module mux4to1 #(
    parameter int WIDTH = 8            
  )(
    input  logic clk,
    input  logic [WIDTH-1:0] in0,      
    input  logic [WIDTH-1:0] in1,      
    input  logic [WIDTH-1:0] in2,      
    input  logic [WIDTH-1:0] in3,      
    input  logic [3:0]       sel,      
    output logic [WIDTH-1:0] out       
  );
  logic [3:0] d1_sel;
  always_comb
  begin
    unique case (d1_sel)
             4'b0001:
               out = in0;
             4'b0010:
               out = in1;
             4'b0100:
               out = in2;
             4'b1000:
               out = in3;
             default:
               out = '0;   
           endcase
         end
	always_ff @(posedge(clk)) begin
		d1_sel <= sel;
	end
       endmodule
==> design/flow/run.sh <==
#!/bin/bash
# OpenROAD 26Q1-2900-gdf79404cd8, Yosys 0.63+post, stock flow scripts
make -C /OpenROAD-flow-scripts/flow DESIGN_CONFIG=/design/flow/config.mk WORK_HOME=/design/flow/orfs finish
==> design/flow/config.mk <==
export PLATFORM = sky130hd
export DESIGN_NAME = mux4to1
export DESIGN_NICKNAME = mux4to1
export VERILOG_FILES = /design/flow/design.v
export SDC_FILE = /design/flow/constraint.sdc
export NUM_CORES = 4
export LEC_CHECK = 1
export CORE_AREA = 10 10 70 70
export DIE_AREA = 0 0 80 80
==> design/flow/constraint.sdc <==
current_design mux4to1

set clk_period 2.7
set clk_io_pct 0.2

create_clock -name clk0 -period $clk_period [get_ports {clk}]

set non_clock_inputs [all_inputs -no_clocks]
set_input_delay [expr $clk_period * $clk_io_pct] -clock clk0 $non_clock_inputs
set_output_delay [expr $clk_period * $clk_io_pct] -clock clk0 [all_outputs]
==> load_flow_metrics.sql <==
-- generated from flow reports
INSERT INTO impl_metrics (metric_group, metric, value, unit) VALUES
('setup_path', 'path_common_cell', 'sky130_fd_sc_hd__clkdlybuf4s50_1', ''),
('place', 'globalplace.congestion', '0.7088', ''),
('finish', 'area_delta_synth_final', '111.5', '%'),
('global_route', 'global_route_wire_length_before_repair', '2884', 'um'),
('die', 'die_area', '0.006400', 'mm2'),
('die', 'die_w', '80', 'um'),
('min_path', 'min_path_type', 'input port to register', ''),
('min_path', 'timing.hold.worst_path_depth', '1', ''),
('synthesis', 'enable_flop_cells', '0', ''),
('routing', 'detail_route.vias_per_cell', '3.809', ''),
('setup_path', 'cpMaxStageDelayCell', 'sky130_fd_sc_hd__clkdlybuf4s50_1', ''),
('sta', 'finalHoldViolCount', '0', ''),
('routing', 'wirelength', '1931', 'um'),
('power_and_ir_drop', 'powerDensity', '265.2', 'mW/mm2'),
('synthesis', 'top_cell_area_share', '43.72', '%'),
('setup_path', 'critical_path.endpoint_type', 'output pin', ''),
('routing', 'first_pass_iters', '2', ''),
('setup_path', 'critical_path_class', 'input port to output pin', ''),
('sta', 'setup_total_negative_slack', '0', 'ns'),
('sta', 'timing.final.max_slew_violations', '0', ''),
('finish', 'top_register', 'd1_sel', ''),
('synthesis', 'ys_async_sr_fraction', '0', '%'),
('setup_path', 'cpLargestDelayFamily', 'buffers and inverters', ''),
('synthesis', 'synthMostInstantiatedCell', 'sky130_fd_sc_hd__a22oi_2', ''),
('synthesis', 'synthTopCellsByArea', 'sky130_fd_sc_hd__a22oi_2 44%, sky130_fd_sc_hd__o22ai_2 22%, sky130_fd_sc_hd__dfxtp_1 17%', ''),
('sta', 'count_of_endpoints_failing_setup_in_the_final_report', '0', ''),
('finish', 'seq_area', '80.08', 'um2'),
('clocking', 'root_buffer', 'sky130_fd_sc_hd__clkbuf_4', ''),
('die', 'floorplan.die.height', '80', 'um'),
('global_route', 'gr-usage-all-layers', '5.659', '%'),
('outcome', 'run_status', 'finished, final reports clean', ''),
('clocking', 'clock-sinks', '4', ''),
('routing', 'wl_per_cell', '14.74', 'um'),
('setup_path', 'data_required_time_of_the_worst_path', '2.16', 'ns'),
('die', 'fp-utilization', '13.41', '%'),
('synthesis', 'synth.yosys.chip_area', '457.9', 'um2'),
('sta', 'worstMarginPinSlew', '0.4757', 'ns'),
('clocking', 'htreeDepth', '1', ''),
('setup_path', 'timing.critical_path.from_type', 'input port', ''),
('place', 'placement.io_buffers', '44', ''),
('synthesis', 'mappedNetlistArea', '457.9', 'um2'),
('global_route', 'first_global_vias', '587', ''),
('power_and_ir_drop', 'worst_ir_drop_vdd', '0.0002383', 'V'),
('clocking', 'cts.path.max_buffers', '2', ''),
('die', 'coreArea', '0.003416', 'mm2'),
('sta', 'grt_setup_unrepaired', 'false', ''),
('synthesis', 'synth_register_bits', '4', ''),
('synthesis', 'syn_avg_cell_area', '11.45', 'um2'),
('routing', 'antenna_cells', '0', ''),
('finish', 'finish.utilization', '28.35', '%'),
('setup_path', 'critical_path.cell_chain', 'clkdlybuf4s50_1, a22oi_2, o22ai_2, clkdlybuf4s50_1', ''),
('sta', 'post_route_hold_slack', '0.7538', 'ns'),
('job', 'warning_count', '25', ''),
('routing', 'route.vias.total', '499', ''),
('synthesis', 'yosys.area.top_type', 'sky130_fd_sc_hd__a22oi_2', ''),
('synthesis', 'cell_count_after_synthesis', '40', ''),
('clocking', 'cts_tree', 'done', ''),
('setup_path', 'critPathArrivalTime', '1.74', 'ns'),
('routing', 'dr.first_iter.drc_count', '5', ''),
('clocking', 'cts_hold_buffers', '0', ''),
('global_route', 'maximum_number_of_pins_on_one_net_before_global_route_repair', '9', ''),
('clocking', 'clkSlewWorstSetupHoldPaths', '0.04', 'ns'),
('sta', 'finalCritPeriodShare', '84.38', '%'),
('place', 'detailed_place_hpwl', '1687', 'um'),
('finish', 'largest_register_ffs', '4', ''),
('setup_path', 'timing.critical_path.fanout_max', '1', ''),
('setup_path', 'cp.buffers_inverters', '2', ''),
('global_route', 'antenna_found_initial', '0', ''),
('synthesis', 'yosysUniqueCellTypes', '8', ''),
('sta', 'timing.max_slew.rel_slack', '68.28', '%'),
('min_path', 'holdPathEnd', 'd1_sel[3]', '');
==> cell type report <==
type | count | share of cell area [%]
Multi-Input combinational cell | 30 | 34.88
Clock buffer | 3 | 2.326
Timing Repair Buffer | 48 | 48.58
Sequential cell | 4 | 8.269
Tap cell | 46 | 5.943
==> per-stage QoR <==
stage	instance area (um2)	setup WS, ns	power (mW)	instances
floorplan	457.9	1.332	0.1124	40
global placement	945.9	0.4179	0.1893	128
detailed placement	945.9	0.4218	0.1898	128
CTS	968.4	0.4138	0.2635	131
global route	968.4	0.3670	0.2722	131
finish	968.4	0.4217	0.2569	131
==> worst max path at each step <==
stage / cells past startpoint / endpoint / startpoint / slack (ns)
final: 4 / out[2] / in2[2] / 0.42
after global routing: 4 / out[2] / in1[2] / 0.37
after CTS: 4 / out[2] / in2[2] / 0.41
==> kinds of logic after synthesis <==
| kind of cell | count (synthesis) | share of synthesized area, % |
|---|---|---|
| flops | 4 | 17.49 |
| buf+inv | 6 | 8.741 |
| simple gates | 6 | 8.195 |
| compound gates | 24 | 65.57 |
==> placed cells by master, fill, tap and decap left out <==
| cell type | Yosys | final |
|---|---|---|
| sky130_fd_sc_hd__a22oi_2 | 16 | 16 |
| sky130_fd_sc_hd__buf_4 | 4 | 4 |
| sky130_fd_sc_hd__clkbuf_4 | 0 | 3 |
| sky130_fd_sc_hd__clkdlybuf4s50_1 | 0 | 44 |
| sky130_fd_sc_hd__dfxtp_1 | 4 | 4 |
| sky130_fd_sc_hd__nor2b_1 | 4 | 4 |
| sky130_fd_sc_hd__o22ai_2 | 8 | 8 |
| sky130_fd_sc_hd__or2_1 | 2 | 2 |
==> report_power, final <==
| group | switching [mW] | internal (mW) |
|---|---|---|
| registers | 0.00173 | 0.0627 |
| clock network | 0.0211 | 0.0495 |
| logic | 0.0396 | 0.0822 |
==> routing by layer <==
| layer | wire length [um] | part of all wire (%) | track usage [%] | vias up |
|---|---|---|---|---|
| met3 | 208 | 11 | 2.159 | 2 |
| met1 | 751 | 39 | 6.208 | 217 |
| li1 | - | - | - | 254 |
| met2 | 955 | 49 | 10.27 | 26 |
| met5 | 0 | 0 | 0 | - |
| met4 | 16 | 0.83 | 0.7042 | 0 |
No activity file was given, so power comes from the tool's default toggle rates.
