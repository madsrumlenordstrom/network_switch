==> /design/flow/design.v <==
module demux1to4 #(
    parameter int WIDTH = 8
  ) (
    input  logic        [1:0] sel,        
    input  logic [WIDTH-1:0] data_in,     
    output logic [WIDTH-1:0] data_out0,   
    output logic [WIDTH-1:0] data_out1,   
    output logic [WIDTH-1:0] data_out2,   
    output logic [WIDTH-1:0] data_out3    
  );
  always_comb
  begin
    data_out0 = '0;
    data_out1 = '0;
    data_out2 = '0;
    data_out3 = '0;
    begin
      case (sel)
        2'd0:
          data_out0 = data_in;
        2'd1:
          data_out1 = data_in;
        2'd2:
          data_out2 = data_in;
        2'd3:
          data_out3 = data_in;
      endcase
    end
  end
endmodule
==> /design/flow/run.sh <==
#!/bin/bash
# OpenROAD 26Q1-2900-gdf79404cd8, Yosys 0.63+post, stock flow scripts
make -C /OpenROAD-flow-scripts/flow DESIGN_CONFIG=/design/flow/config.mk WORK_HOME=/design/flow/orfs finish
==> /design/flow/config.mk <==
export PLATFORM = sky130hd
export DESIGN_NAME = demux1to4
export DESIGN_NICKNAME = demux1to4
export VERILOG_FILES = /design/flow/design.v
export SDC_FILE = /design/flow/constraint.sdc
export NUM_CORES = 4
export LEC_CHECK = 1
export CORE_AREA = 10 10 70 70
export DIE_AREA = 0 0 80 80
==> /design/flow/constraint.sdc <==
current_design demux1to4

set clk_period 1.0
set clk_io_pct 0.2

create_clock -name clk0 -period $clk_period

set non_clock_inputs [all_inputs -no_clocks]
set_input_delay [expr $clk_period * $clk_io_pct] -clock clk0 $non_clock_inputs
set_output_delay [expr $clk_period * $clk_io_pct] -clock clk0 [all_outputs]
==> results.py <==
# Physical implementation metrics
metrics = {
    "yosys": {
        "synth_seq_share_pct": 0,
        "yosys-top-cells-count": "and3b_1, and3_1, nor3b_1",
        "top_cell_area_share_pct": 38.3,
        "ys_types": 5,
        "ys_chip_area_um2": 320,
        "synth_cells": 38,
        "top_area_cell": "and3b_1",
        "yosys_cells": 38,
        "netlist_area_um2": 320,
        "top_cell": "and3b_1",
        "yosys_warnings": 1,
        "top_cells_by_area": "and3b_1, buf_6, nor3b_1, and3_1, and3b_2",
        "synth_area_per_cell_um2": 8.43,
    },
    "sta": {
        "period_used_pct": 107,
        "slew_headroom_pct": 91.7,
        "period_needed_ns": 1.07,
        "rsz0062_at_grt": "yes",
        "hold_violations": 0,
        "worst-slew-pin-transition_ns": 0.124,
        "slew_viol_final": 0,
        "fin_ws_ns": -0.0651,
        "fmax_ghz": 0.939,
        "setup_viol": 22,
    },
    "drt": {
        "ant_nets": 0,
        "antenna-diode-count": 0,
        "vias_per_cell": 3.89,
        "wl_per_cell_um": 15.0,
        "drt_wl_total_mm": 2.10,
        "first_pass_iters": 2,
        "via_count": 545,
        "drt_drc_violations_left": 0,
        "drtIter0Drc": 3,
    },
    "status": {
        "status": "complete, but fails checks",
        "violations": "setup timing",
    },
    "run": {
        "warnings": 34,
        "cap_viol_max_count": 0,
    },
    "floorplan": {
        "fp_util_pct": 9.38,
        "design.core.area_um2": 3420,
        "fp.dieH_um": 80,
        "fp.dieW_um": 80,
        "num_rows": 21,
        "ios": 42,
        "die_area_um2": 6400,
    },
    "critical_path": {
        "critPathKind": "in -> out",
        "cp-start-kind": "input pin",
        "crit_chain": "buf_12, buf_12, buf_16, and3b_2, buf_2",
        "critPathArrivalTime_ns": 0.87,
        "cpMostUsedCell": "buf_12",
        "cp_num_buf_inv": 4,
        "max_stage_delay_ns": 0.18,
        "cp-end-kind": "output pin",
        "cpLargestDelayFamily": "buffers and inverters",
        "cp_max_fo": 8,
        "crit_required_ns": 0.80,
        "crit_slowest_cell": "and3b_2",
    },
    "placement": {
        "portBuffers": 42,
        "hpwl_mm": 1.16,
        "pre_cts_slack_ns": -0.770,
        "place.gp.congestion": 0.710,
    },
    "final_layout": {
        "clockBufferCount": 0,
        "drive_above_1_share_pct": 79.8,
        "fin_util_pct": 30.8,
        "areaGrowthSynthToFinish_pct": 228,
        "nFlopsAndLatches": 0,
        "regArea_um2": 0,
    },
    "grt": {
        "grt.overflow.total": 0,
        "grt_pass1_wl_mm": 3.29,
        "grt_util_all_layers_pct": 6.35,
        "antenna_found_initial": 0,
        "grt_pass1_vias": 569,
        "grt_max_degree": 9,
    },
    "power_and_ir_drop": {
        "design_power_total_mw": 0.368,
        "ir_drop_uv": 168,
        "power_density_nw_per_um2": 350,
        "power.leakage_nw": 0.569,
    },
    "min_path": {
        "hp-class": "in -> out",
    },
}
[routing by layer]
layer / vias to the layer above / GRT usage (%) / part of all wire, %
met2: 35 / 8.99 / 39
met5: - / 0 / 0
met3: 0 / 3.18 / 16
met1: 248 / 8.90 / 44
met4: 0 / 0 / 0
li1: 262 / - / -
[timing repair]
item,4_1_cts,5_1_grt
hold buffers,0,0
gates resized,169,7
pin swaps,13,3
endpoints found under the setup margin,32,28
buffers inserted,12,0
gates cloned,6,0
[cell families after synthesis]
group,count (synthesis),share of synthesized area [%]
AND/OR/NAND/NOR,32,78.9
buffers and inverters,6,21.1
[layout by cell type (no fill, tap or decap)]
cell type / instances
and3b_1: 14
clkdlybuf4s15_1: 4
and3b_2: 2
buf_16: 6
clkdlybuf4s15_2: 3
nor3b_2: 7
nor3b_4: 1
and3_1: 1
buf_6: 16
buf_2: 28
and3_4: 7
buf_12: 5
[final timing paths]
check | from | to | slack (ns) | cells after the start
min | data_in[1] | data_out2[1] | 0.73 | 3
max | sel[0] | data_out1[7] | -0.07 | 5
[metrics by stage]
stage | instance area [µm²] | instances | TNS (ns) | hold WS (ns)
floorplan | 320 | 38 | 0 | 0.489
global placement | 778 | 123 | -22.86 | 1.38
detailed placement | 778 | 123 | -23.28 | 1.39
CTS | 1020 | 141 | -1.00 | 0.738
global route | 1050 | 140 | -1.17 | 0.761
finish | 1050 | 140 | -0.560 | 0.730
[power breakdown]
part | internal [mW] | switching [mW]
logic | 0.253 | 0.115
clock network | 0 | 0
registers | 0 | 0
total | 0.253 | 0.115
[final cells by class]
cell class / instances / area (µm²)
fill: 355 / 2360
timing repair buffer: 62 / 659
multi-input combinational: 32 / 334
tap: 46 / 57.6
[tightest hold or removal path: cells and delay by family]
kind | cells | cell delay (ns)
simple gates | 1 | 0.14
buf+inv | 2 | 0.19
